==> flow/design.v <==
`timescale 1ns/1ps 
module SimStreamJoinForkDut (
  input               io_cmdA_valid,
  output reg          io_cmdA_ready,
  input      [31:0]   io_cmdA_payload,
  input               io_cmdB_valid,
  output reg          io_cmdB_ready,
  input      [31:0]   io_cmdB_payload,
  output              io_rspMul_valid,
  input               io_rspMul_ready,
  output     [63:0]   io_rspMul_payload,
  output              io_rspXor_valid,
  input               io_rspXor_ready,
  output     [31:0]   io_rspXor_payload,
  input               clk,
  input               reset
);
  wire                cmdJoin_m2sPipe_fork_io_input_ready;
  wire                cmdJoin_m2sPipe_fork_io_outputs_0_valid;
  wire       [31:0]   cmdJoin_m2sPipe_fork_io_outputs_0_payload_a;
  wire       [31:0]   cmdJoin_m2sPipe_fork_io_outputs_0_payload_b;
  wire                cmdJoin_m2sPipe_fork_io_outputs_1_valid;
  wire       [31:0]   cmdJoin_m2sPipe_fork_io_outputs_1_payload_a;
  wire       [31:0]   cmdJoin_m2sPipe_fork_io_outputs_1_payload_b;
  wire       [63:0]   _zz_cmdJoin_m2sPipe_fork_io_outputs_0_translated_payload;
  wire                io_cmdA_m2sPipe_valid;
  reg                 io_cmdA_m2sPipe_ready;
  wire       [31:0]   io_cmdA_m2sPipe_payload;
  reg                 io_cmdA_rValid;
  reg        [31:0]   io_cmdA_rData;
  wire                when_Stream_l342;
  wire                cmdABuffer_valid;
  wire                cmdABuffer_ready;
  wire       [31:0]   cmdABuffer_payload;
  reg                 io_cmdA_m2sPipe_rValid;
  reg        [31:0]   io_cmdA_m2sPipe_rData;
  wire                when_Stream_l342_1;
  wire                cmdBBuffer_valid;
  wire                cmdBBuffer_ready;
  wire       [31:0]   cmdBBuffer_payload;
  reg                 io_cmdB_rValid;
  reg        [31:0]   io_cmdB_rData;
  wire                when_Stream_l342_2;
  wire                cmdJoin_valid;
  reg                 cmdJoin_ready;
  wire       [31:0]   cmdJoin_payload_a;
  wire       [31:0]   cmdJoin_payload_b;
  wire                _zz_cmdABuffer_ready;
  wire                _zz_cmdABuffer_ready_1;
  wire                cmdJoin_m2sPipe_valid;
  wire                cmdJoin_m2sPipe_ready;
  wire       [31:0]   cmdJoin_m2sPipe_payload_a;
  wire       [31:0]   cmdJoin_m2sPipe_payload_b;
  reg                 cmdJoin_rValid;
  reg        [31:0]   cmdJoin_rData_a;
  reg        [31:0]   cmdJoin_rData_b;
  wire                when_Stream_l342_3;
  wire                cmdJoin_m2sPipe_fork_io_outputs_0_translated_valid;
  reg                 cmdJoin_m2sPipe_fork_io_outputs_0_translated_ready;
  wire       [63:0]   cmdJoin_m2sPipe_fork_io_outputs_0_translated_payload;
  wire                cmdJoin_m2sPipe_fork_io_outputs_0_translated_m2sPipe_valid;
  reg                 cmdJoin_m2sPipe_fork_io_outputs_0_translated_m2sPipe_ready;
  wire       [63:0]   cmdJoin_m2sPipe_fork_io_outputs_0_translated_m2sPipe_payload;
  reg                 cmdJoin_m2sPipe_fork_io_outputs_0_translated_rValid;
  reg        [63:0]   cmdJoin_m2sPipe_fork_io_outputs_0_translated_rData;
  wire                when_Stream_l342_4;
  wire                cmdJoin_m2sPipe_fork_io_outputs_0_translated_m2sPipe_m2sPipe_valid;
  wire                cmdJoin_m2sPipe_fork_io_outputs_0_translated_m2sPipe_m2sPipe_ready;
  wire       [63:0]   cmdJoin_m2sPipe_fork_io_outputs_0_translated_m2sPipe_m2sPipe_payload;
  reg                 cmdJoin_m2sPipe_fork_io_outputs_0_translated_m2sPipe_rValid;
  reg        [63:0]   cmdJoin_m2sPipe_fork_io_outputs_0_translated_m2sPipe_rData;
  wire                when_Stream_l342_5;
  wire                cmdJoin_m2sPipe_fork_io_outputs_1_translated_valid;
  wire                cmdJoin_m2sPipe_fork_io_outputs_1_translated_ready;
  wire       [31:0]   cmdJoin_m2sPipe_fork_io_outputs_1_translated_payload;
  wire                cmdJoin_m2sPipe_fork_io_outputs_1_translated_s2mPipe_valid;
  wire                cmdJoin_m2sPipe_fork_io_outputs_1_translated_s2mPipe_ready;
  wire       [31:0]   cmdJoin_m2sPipe_fork_io_outputs_1_translated_s2mPipe_payload;
  reg                 cmdJoin_m2sPipe_fork_io_outputs_1_translated_rValid;
  reg        [31:0]   cmdJoin_m2sPipe_fork_io_outputs_1_translated_rData;
  assign _zz_cmdJoin_m2sPipe_fork_io_outputs_0_translated_payload = (cmdJoin_m2sPipe_fork_io_outputs_0_payload_a * cmdJoin_m2sPipe_fork_io_outputs_0_payload_b);
  StreamFork cmdJoin_m2sPipe_fork (
    .io_input_valid            (cmdJoin_m2sPipe_valid                               ),  
    .io_input_ready            (cmdJoin_m2sPipe_fork_io_input_ready                 ),  
    .io_input_payload_a        (cmdJoin_m2sPipe_payload_a[31:0]                     ),  
    .io_input_payload_b        (cmdJoin_m2sPipe_payload_b[31:0]                     ),  
    .io_outputs_0_valid        (cmdJoin_m2sPipe_fork_io_outputs_0_valid             ),  
    .io_outputs_0_ready        (cmdJoin_m2sPipe_fork_io_outputs_0_translated_ready  ),  
    .io_outputs_0_payload_a    (cmdJoin_m2sPipe_fork_io_outputs_0_payload_a[31:0]   ),  
    .io_outputs_0_payload_b    (cmdJoin_m2sPipe_fork_io_outputs_0_payload_b[31:0]   ),  
    .io_outputs_1_valid        (cmdJoin_m2sPipe_fork_io_outputs_1_valid             ),  
    .io_outputs_1_ready        (cmdJoin_m2sPipe_fork_io_outputs_1_translated_ready  ),  
    .io_outputs_1_payload_a    (cmdJoin_m2sPipe_fork_io_outputs_1_payload_a[31:0]   ),  
    .io_outputs_1_payload_b    (cmdJoin_m2sPipe_fork_io_outputs_1_payload_b[31:0]   ),  
    .clk                       (clk                                                 ),  
    .reset                     (reset                                               )   
  );
  always @(*) begin
    io_cmdA_ready = io_cmdA_m2sPipe_ready;
    if(when_Stream_l342) begin
      io_cmdA_ready = 1'b1;
    end
  end
  assign when_Stream_l342 = (! io_cmdA_m2sPipe_valid);
  assign io_cmdA_m2sPipe_valid = io_cmdA_rValid;
  assign io_cmdA_m2sPipe_payload = io_cmdA_rData;
  always @(*) begin
    io_cmdA_m2sPipe_ready = cmdABuffer_ready;
    if(when_Stream_l342_1) begin
      io_cmdA_m2sPipe_ready = 1'b1;
    end
  end
  assign when_Stream_l342_1 = (! cmdABuffer_valid);
  assign cmdABuffer_valid = io_cmdA_m2sPipe_rValid;
  assign cmdABuffer_payload = io_cmdA_m2sPipe_rData;
  always @(*) begin
    io_cmdB_ready = cmdBBuffer_ready;
    if(when_Stream_l342_2) begin
      io_cmdB_ready = 1'b1;
    end
  end
  assign when_Stream_l342_2 = (! cmdBBuffer_valid);
  assign cmdBBuffer_valid = io_cmdB_rValid;
  assign cmdBBuffer_payload = io_cmdB_rData;
  assign _zz_cmdABuffer_ready_1 = (_zz_cmdABuffer_ready && cmdJoin_ready);
  assign _zz_cmdABuffer_ready = (cmdABuffer_valid && cmdBBuffer_valid);
  assign cmdABuffer_ready = _zz_cmdABuffer_ready_1;
  assign cmdBBuffer_ready = _zz_cmdABuffer_ready_1;
  assign cmdJoin_valid = _zz_cmdABuffer_ready;
  assign cmdJoin_payload_a = cmdABuffer_payload;
  assign cmdJoin_payload_b = cmdBBuffer_payload;
  always @(*) begin
    cmdJoin_ready = cmdJoin_m2sPipe_ready;
    if(when_Stream_l342_3) begin
      cmdJoin_ready = 1'b1;
    end
  end
  assign when_Stream_l342_3 = (! cmdJoin_m2sPipe_valid);
  assign cmdJoin_m2sPipe_valid = cmdJoin_rValid;
  assign cmdJoin_m2sPipe_payload_a = cmdJoin_rData_a;
  assign cmdJoin_m2sPipe_payload_b = cmdJoin_rData_b;
  assign cmdJoin_m2sPipe_ready = cmdJoin_m2sPipe_fork_io_input_ready;
  assign cmdJoin_m2sPipe_fork_io_outputs_0_translated_valid = cmdJoin_m2sPipe_fork_io_outputs_0_valid;
  assign cmdJoin_m2sPipe_fork_io_outputs_0_translated_payload = (_zz_cmdJoin_m2sPipe_fork_io_outputs_0_translated_payload + 64'h0);
  always @(*) begin
    cmdJoin_m2sPipe_fork_io_outputs_0_translated_ready = cmdJoin_m2sPipe_fork_io_outputs_0_translated_m2sPipe_ready;
    if(when_Stream_l342_4) begin
      cmdJoin_m2sPipe_fork_io_outputs_0_translated_ready = 1'b1;
    end
  end
  assign when_Stream_l342_4 = (! cmdJoin_m2sPipe_fork_io_outputs_0_translated_m2sPipe_valid);
  assign cmdJoin_m2sPipe_fork_io_outputs_0_translated_m2sPipe_valid = cmdJoin_m2sPipe_fork_io_outputs_0_translated_rValid;
  assign cmdJoin_m2sPipe_fork_io_outputs_0_translated_m2sPipe_payload = cmdJoin_m2sPipe_fork_io_outputs_0_translated_rData;
  always @(*) begin
    cmdJoin_m2sPipe_fork_io_outputs_0_translated_m2sPipe_ready = cmdJoin_m2sPipe_fork_io_outputs_0_translated_m2sPipe_m2sPipe_ready;
    if(when_Stream_l342_5) begin
      cmdJoin_m2sPipe_fork_io_outputs_0_translated_m2sPipe_ready = 1'b1;
    end
  end
  assign when_Stream_l342_5 = (! cmdJoin_m2sPipe_fork_io_outputs_0_translated_m2sPipe_m2sPipe_valid);
  assign cmdJoin_m2sPipe_fork_io_outputs_0_translated_m2sPipe_m2sPipe_valid = cmdJoin_m2sPipe_fork_io_outputs_0_translated_m2sPipe_rValid;
  assign cmdJoin_m2sPipe_fork_io_outputs_0_translated_m2sPipe_m2sPipe_payload = cmdJoin_m2sPipe_fork_io_outputs_0_translated_m2sPipe_rData;
  assign io_rspMul_valid = cmdJoin_m2sPipe_fork_io_outputs_0_translated_m2sPipe_m2sPipe_valid;
  assign cmdJoin_m2sPipe_fork_io_outputs_0_translated_m2sPipe_m2sPipe_ready = io_rspMul_ready;
  assign io_rspMul_payload = cmdJoin_m2sPipe_fork_io_outputs_0_translated_m2sPipe_m2sPipe_payload;
  assign cmdJoin_m2sPipe_fork_io_outputs_1_translated_valid = cmdJoin_m2sPipe_fork_io_outputs_1_valid;
  assign cmdJoin_m2sPipe_fork_io_outputs_1_translated_payload = ((cmdJoin_m2sPipe_fork_io_outputs_1_payload_a ^ cmdJoin_m2sPipe_fork_io_outputs_1_payload_b) ^ 32'h0);
  assign cmdJoin_m2sPipe_fork_io_outputs_1_translated_ready = (! cmdJoin_m2sPipe_fork_io_outputs_1_translated_rValid);
  assign cmdJoin_m2sPipe_fork_io_outputs_1_translated_s2mPipe_valid = (cmdJoin_m2sPipe_fork_io_outputs_1_translated_valid || cmdJoin_m2sPipe_fork_io_outputs_1_translated_rValid);
  assign cmdJoin_m2sPipe_fork_io_outputs_1_translated_s2mPipe_payload = (cmdJoin_m2sPipe_fork_io_outputs_1_translated_rValid ? cmdJoin_m2sPipe_fork_io_outputs_1_translated_rData : cmdJoin_m2sPipe_fork_io_outputs_1_translated_payload);
  assign io_rspXor_valid = cmdJoin_m2sPipe_fork_io_outputs_1_translated_s2mPipe_valid;
  assign cmdJoin_m2sPipe_fork_io_outputs_1_translated_s2mPipe_ready = io_rspXor_ready;
  assign io_rspXor_payload = cmdJoin_m2sPipe_fork_io_outputs_1_translated_s2mPipe_payload;
  always @(posedge clk or posedge reset) begin
    if(reset) begin
      io_cmdA_rValid <= 1'b0;
      io_cmdA_m2sPipe_rValid <= 1'b0;
      io_cmdB_rValid <= 1'b0;
      cmdJoin_rValid <= 1'b0;
      cmdJoin_m2sPipe_fork_io_outputs_0_translated_rValid <= 1'b0;
      cmdJoin_m2sPipe_fork_io_outputs_0_translated_m2sPipe_rValid <= 1'b0;
      cmdJoin_m2sPipe_fork_io_outputs_1_translated_rValid <= 1'b0;
    end else begin
      if(io_cmdA_ready) begin
        io_cmdA_rValid <= io_cmdA_valid;
      end
      if(io_cmdA_m2sPipe_ready) begin
        io_cmdA_m2sPipe_rValid <= io_cmdA_m2sPipe_valid;
      end
      if(io_cmdB_ready) begin
        io_cmdB_rValid <= io_cmdB_valid;
      end
      if(cmdJoin_ready) begin
        cmdJoin_rValid <= cmdJoin_valid;
      end
      if(cmdJoin_m2sPipe_fork_io_outputs_0_translated_ready) begin
        cmdJoin_m2sPipe_fork_io_outputs_0_translated_rValid <= cmdJoin_m2sPipe_fork_io_outputs_0_translated_valid;
      end
      if(cmdJoin_m2sPipe_fork_io_outputs_0_translated_m2sPipe_ready) begin
        cmdJoin_m2sPipe_fork_io_outputs_0_translated_m2sPipe_rValid <= cmdJoin_m2sPipe_fork_io_outputs_0_translated_m2sPipe_valid;
      end
      if(cmdJoin_m2sPipe_fork_io_outputs_1_translated_valid) begin
        cmdJoin_m2sPipe_fork_io_outputs_1_translated_rValid <= 1'b1;
      end
      if(cmdJoin_m2sPipe_fork_io_outputs_1_translated_s2mPipe_ready) begin
        cmdJoin_m2sPipe_fork_io_outputs_1_translated_rValid <= 1'b0;
      end
    end
  end
  always @(posedge clk) begin
    if(io_cmdA_ready) begin
      io_cmdA_rData <= io_cmdA_payload;
    end
    if(io_cmdA_m2sPipe_ready) begin
      io_cmdA_m2sPipe_rData <= io_cmdA_m2sPipe_payload;
    end
    if(io_cmdB_ready) begin
      io_cmdB_rData <= io_cmdB_payload;
    end
    if(cmdJoin_ready) begin
      cmdJoin_rData_a <= cmdJoin_payload_a;
      cmdJoin_rData_b <= cmdJoin_payload_b;
    end
    if(cmdJoin_m2sPipe_fork_io_outputs_0_translated_ready) begin
      cmdJoin_m2sPipe_fork_io_outputs_0_translated_rData <= cmdJoin_m2sPipe_fork_io_outputs_0_translated_payload;
    end
    if(cmdJoin_m2sPipe_fork_io_outputs_0_translated_m2sPipe_ready) begin
      cmdJoin_m2sPipe_fork_io_outputs_0_translated_m2sPipe_rData <= cmdJoin_m2sPipe_fork_io_outputs_0_translated_m2sPipe_payload;
    end
    if(cmdJoin_m2sPipe_fork_io_outputs_1_translated_ready) begin
      cmdJoin_m2sPipe_fork_io_outputs_1_translated_rData <= cmdJoin_m2sPipe_fork_io_outputs_1_translated_payload;
    end
  end
endmodule
module StreamFork (
  input               io_input_valid,
  output reg          io_input_ready,
  input      [31:0]   io_input_payload_a,
  input      [31:0]   io_input_payload_b,
  output              io_outputs_0_valid,
  input               io_outputs_0_ready,
  output     [31:0]   io_outputs_0_payload_a,
  output     [31:0]   io_outputs_0_payload_b,
  output              io_outputs_1_valid,
  input               io_outputs_1_ready,
  output     [31:0]   io_outputs_1_payload_a,
  output     [31:0]   io_outputs_1_payload_b,
  input               clk,
  input               reset
);
  reg                 _zz_io_outputs_0_valid;
  reg                 _zz_io_outputs_1_valid;
  wire                when_Stream_l825;
  wire                when_Stream_l825_1;
  wire                io_outputs_0_fire;
  wire                io_outputs_1_fire;
  always @(*) begin
    io_input_ready = 1'b1;
    if(when_Stream_l825) begin
      io_input_ready = 1'b0;
    end
    if(when_Stream_l825_1) begin
      io_input_ready = 1'b0;
    end
  end
  assign when_Stream_l825 = ((! io_outputs_0_ready) && _zz_io_outputs_0_valid);
  assign when_Stream_l825_1 = ((! io_outputs_1_ready) && _zz_io_outputs_1_valid);
  assign io_outputs_0_valid = (io_input_valid && _zz_io_outputs_0_valid);
  assign io_outputs_0_payload_a = io_input_payload_a;
  assign io_outputs_0_payload_b = io_input_payload_b;
  assign io_outputs_0_fire = (io_outputs_0_valid && io_outputs_0_ready);
  assign io_outputs_1_valid = (io_input_valid && _zz_io_outputs_1_valid);
  assign io_outputs_1_payload_a = io_input_payload_a;
  assign io_outputs_1_payload_b = io_input_payload_b;
  assign io_outputs_1_fire = (io_outputs_1_valid && io_outputs_1_ready);
  always @(posedge clk or posedge reset) begin
    if(reset) begin
      _zz_io_outputs_0_valid <= 1'b1;
      _zz_io_outputs_1_valid <= 1'b1;
    end else begin
      if(io_outputs_0_fire) begin
        _zz_io_outputs_0_valid <= 1'b0;
      end
      if(io_outputs_1_fire) begin
        _zz_io_outputs_1_valid <= 1'b0;
      end
      if(io_input_ready) begin
        _zz_io_outputs_0_valid <= 1'b1;
        _zz_io_outputs_1_valid <= 1'b1;
      end
    end
  end
endmodule
==> flow/run.sh <==
#!/bin/bash
# OpenROAD 26Q1-2900-gdf79404cd8, Yosys 0.63+post, stock flow scripts
make -C /OpenROAD-flow-scripts/flow DESIGN_CONFIG=/design/flow/config.mk WORK_HOME=/design/flow/orfs finish
==> flow/config.mk <==
export PLATFORM = sky130hd
export DESIGN_NAME = SimStreamJoinForkDut
export DESIGN_NICKNAME = SimStreamJoinForkDut
export VERILOG_FILES = /design/flow/design.v
export SDC_FILE = /design/flow/constraint.sdc
export NUM_CORES = 4
export LEC_CHECK = 1
export CORE_UTILIZATION = 50
==> flow/constraint.sdc <==
current_design SimStreamJoinForkDut

set clk_period 18.5
set clk_io_pct 0.2

create_clock -name clk0 -period $clk_period [get_ports {clk}]

set non_clock_inputs [all_inputs -no_clocks]
set_input_delay [expr $clk_period * $clk_io_pct] -clock clk0 $non_clock_inputs
set_output_delay [expr $clk_period * $clk_io_pct] -clock clk0 [all_outputs]
==> flow_summary.toml <==
# physical design summary
[run_status]
status = "completed"

[timing]
setup_violations = 0
finalHoldViolCount = 0
fin_crit_sh_pct = 51.9
period_minus_slack_ns = 9.60
worst_pin_slew_ns = 0.769
drv_slew = 0
fmaxAchievable_mhz = 104
relSlewSlack_pct = 48.8
tns_ns = 0
fin_skew_ns = 0.0308
rsz0062_at_grt = "false"

[setup_path]
critPathMaxFanout = 14
path_cells = "clkdlybuf4s50_1 -> nor2b_1 -> a32o_1 -> nand2_2 -> a21boi_0 -> nand2_1 -> clkdlybuf4s50_1"
path_class = "primary input to primary output"
required_ns = 14.80
cp-start-kind = "primary input"
startpoint = "io_rspMul_ready"
r2r_setup_slack_ns = 10.00
r2r_cells = 26
worst_path_most_repeated_cell = "clkdlybuf4s50_1"
path_depth = 7
path_buffers = 2
cp_slowest_stage_delay_ns = 0.41
endpoint = "io_cmdA_ready"
critical_path.top_delay_family = "buffers and inverters"
r2r_start = "cmdJoin_rData_b[9]$_DFFE_PN_"
end_kind = "primary output"
cp_slowest_cell = "nor2b_1"
cp.arrival_ns = 5.90

[global_routing]
grt_start_max_net_pins = 55
grt_pass1_wl_um = 171000
track_usage_pct = 28.3
grt_overflow_total = 0
grt_pass1_vias = 29900
antenna_found_initial = 1

[final_layout]
fin_cells = 5324
area_growth_pct = 9.51
drive_above_1_share_pct = 4.23

[clock_tree]
cts_resized = 0
clk_latency_ns = 0.59
path_clk_slew_ns = 0.06
htree_levels = 2
cts_buffer_depth = 3
post-cts-setup-buffers = 0
cts_root_buffer = "clkbuf_16"
cts_tree = "yes"
cts.sinks = 329
ctsHoldBuffers = 0
numCtsBuffers = 37

[detailed_routing]
wl_per_cell_um = 20.4
drtIter0Drc = 1024
drt_wl_total_um = 109000
vias = 27500
diodes = 0
ant_nets = 0
drtPass1Iterations = 6
avgViaCountPerCell = 5.17
drc = 0

[die]
die_x_um = 297
die_area_um2 = 88100
io_pins = 170
rows = 107
die_height_um = 297
fp_util_pct = 50.7
coreArea_um2 = 85700

[yosys]
ys_warn_count = 2
topCellsByArea = "fa_1 41%, edfxtp_1 20%, ha_1 8.5%, and2_1 8.4%, inv_1 7.6%"
synthCells = 4076
ys_sh_aoi_pct = 3.09
synthTopCellsByCount = "896 x fa_1, 879 x inv_1, 581 x and2_1, 480 x nand2_1, 295 x ha_1"
top_cell_area_share_pct = 41.3
yosysMostFrequentCell = "fa_1"
yosys-stat-cells = 4076
logic_family = "adder cells"
synthSimpleGateAreaFrac_pct = 13.8
ys_seq_elements = 329
synth_chip_area_um2 = 43400
adder_share_pct = 49.8
syn_area_um2 = 43400
edf_count = 288
async_flop_share_pct = 2.74
ys_sh_mux_pct = 0.852
syn_avg_cell_area_um2 = 10.7
synth-main-ff-cell = "edfxtp_1"
yosys.area_share.xor_xnor_pct = 1.23
ys_seq_share_pct = 21.9
synth_cell_types = 60
yosysTopAreaCell = "fa_1"

[place]
gp_congestion = 0.930
dp_cells = 5257
portBuffers = 169
place_hpwl_um = 79900

[job]
maxCapViolCount = 0
warnings = 25

[worst_hold_path]
hp-class = "flop to flop"
==> layer usage <==
| metal | vias up | wire, um | track usage (%) |
|---|---|---|---|
| met4 | 2 | 2870 | 5.69 |
| met1 | 13900 | 43100 | 42.3 |
| met2 | 1127 | 48700 | 40.0 |
| met5 | - | 82 | 0.866 |
| li1 | 12300 | - | - |
| met3 | 179 | 13800 | 14.8 |
==> through the flow <==
step / hold slack [ns] / worst slack [ns] / cell area, um^2 / util (%)
3_5_place_dp: 0.405 / 8.95 / 46400 / 54.1
4_1_cts: 0.400 / 8.90 / 47600 / 55.5
5_1_grt: 0.389 / 8.69 / 47600 / 55.5
2_1_floorplan: 0.400 / 8.17 / 43400 / -
3_3_place_gp: 0.400 / 8.95 / 46400 / 54.1
6_report: 0.387 / 8.90 / 47600 / 55.5
==> kinds of logic after synthesis <==
| family | Yosys count |
|---|---|
| fa+ha+maj | 1191 |
| buf+inv | 1086 |
| mux | 33 |
| compound gates | 210 |
| simple gates | 1166 |
| xor+xnor | 61 |
| flops | 329 |
==> cell usage in the layout (no fill, tap or decap), types with 37 or more instances in the layout <==
cell	n
fa_1	896
inv_1	878
and2_1	581
nand2_1	478
ha_1	295
edfxtp_1	288
clkdlybuf4s50_1	169
buf_4	75
a21oi_1	67
o21ai_0	44
nor2_1	37
xnor2_1	37
clkbuf_16	37
==> layout make-up <==
type                       instances  area (um^2)
fill                            7479        38100
tap                             1144         1430
clock buffer                      48          967
inverter                         879         3300
sequential                       329         9520
clock inverter                    19          246
timing repair buffer             244         2250
multi-input combinational       2661        29900
==> sequential cells by signal, summed over array words and instances (netlist names), 32 cells and up <==
register                                                    count
io_cmdB_rData                                                  32
cmdJoin_m2sPipe_fork_io_outputs_0_translated_rData             64
cmdJoin_rData_a                                                32
cmdJoin_m2sPipe_fork_io_outputs_0_translated_m2sPipe_rData     64
cmdJoin_m2sPipe_fork_io_outputs_1_translated_rData             32
cmdJoin_rData_b                                                32
io_cmdA_m2sPipe_rData                                          32
io_cmdA_rData                                                  32
==> how the worst min path moves through the flow <==
stage,start,endpoint,cells past startpoint
4_1_cts,flop,flop,0
5_1_grt,flop,flop,0
6_report,flop,flop,0
