<file path="/design/flow/config.mk">
export PLATFORM = sky130hd
export DESIGN_NAME = StreamUnit
export DESIGN_NICKNAME = StreamUnit
export VERILOG_FILES = /design/flow/design.v
export SDC_FILE = /design/flow/constraint.sdc
export NUM_CORES = 4
export LEC_CHECK = 1
export CORE_UTILIZATION = 30
export SYNTH_MEMORY_MAX_BITS = 65536
</file>
<file path="/design/flow/constraint.sdc">
current_design StreamUnit

set clk_period 5.2
set clk_io_pct 0.2

create_clock -name clk0 -period $clk_period [get_ports {clk}]

set non_clock_inputs [all_inputs -no_clocks]
set_input_delay [expr $clk_period * $clk_io_pct] -clock clk0 $non_clock_inputs
set_output_delay [expr $clk_period * $clk_io_pct] -clock clk0 [all_outputs]
</file>
<file path="/design/flow/design.v">
`timescale 1ns/1ps 
module StreamUnit (
  input               io_memWrite_valid,
  input      [7:0]    io_memWrite_payload_address,
  input      [31:0]   io_memWrite_payload_data,
  input               io_cmdA_valid,
  output              io_cmdA_ready,
  input      [7:0]    io_cmdA_payload,
  input               io_cmdB_valid,
  output              io_cmdB_ready,
  input      [31:0]   io_cmdB_payload,
  output              io_rsp_valid,
  input               io_rsp_ready,
  output     [31:0]   io_rsp_payload,
  input               clk,
  input               reset
);
  reg        [31:0]   _zz_mem_port1;
  wire                memReadStream_valid;
  wire                memReadStream_ready;
  wire       [31:0]   memReadStream_payload;
  reg                 _zz_memReadStream_valid;
  wire                memReadStream_isFree;
  wire                _zz_io_cmdB_ready;
  wire                _zz_io_cmdB_ready_1;
  reg [31:0] mem [0:255];
  always @(posedge clk) begin
    if(io_memWrite_valid) begin
      mem[io_memWrite_payload_address] <= io_memWrite_payload_data;
    end
  end
  always @(posedge clk) begin
    if(io_cmdA_ready) begin
      _zz_mem_port1 <= mem[io_cmdA_payload];
    end
  end
  assign memReadStream_isFree = ((! memReadStream_valid) || memReadStream_ready);
  assign io_cmdA_ready = memReadStream_isFree;
  assign memReadStream_valid = _zz_memReadStream_valid;
  assign memReadStream_payload = _zz_mem_port1;
  assign _zz_io_cmdB_ready_1 = (_zz_io_cmdB_ready && io_rsp_ready);
  assign _zz_io_cmdB_ready = (memReadStream_valid && io_cmdB_valid);
  assign memReadStream_ready = _zz_io_cmdB_ready_1;
  assign io_cmdB_ready = _zz_io_cmdB_ready_1;
  assign io_rsp_valid = _zz_io_cmdB_ready;
  assign io_rsp_payload = (memReadStream_payload ^ io_cmdB_payload);
  always @(posedge clk or posedge reset) begin
    if(reset) begin
      _zz_memReadStream_valid <= 1'b0;
    end else begin
      if(memReadStream_ready) begin
        _zz_memReadStream_valid <= 1'b0;
      end
      if(io_cmdA_ready) begin
        _zz_memReadStream_valid <= io_cmdA_valid;
      end
    end
  end
endmodule
</file>
<file path="/design/flow/run.sh">
#!/bin/bash
# OpenROAD 26Q1-2900-gdf79404cd8, Yosys 0.63+post, stock flow scripts
make -C /OpenROAD-flow-scripts/flow DESIGN_CONFIG=/design/flow/config.mk WORK_HOME=/design/flow/orfs finish
</file>
==> flow_summary.yaml <==
# flow metrics
cts:
  worstSkewPairLatency_ns: 1.14
  cts_resized: 0
  cts_sinks: 8225
  htreeDepth: 6
  post-cts-setup-buffers: 0
  clk_path_buf_depth: 5
  cts_hold_buf: 0
  cts_tree: "built"
  cts-root-buf: "clkbuf_16"
  clk_pin_slew_ns: 0.06
  cts_made_buffers: 807
drt:
  avgViaCountPerCell: 5.20
  drtIter0Drc: 11700
  postRouteAntennaNets: 0
  first_pass_iters: 10
  vias: 160000
  detail_route.wl_per_cell_um: 32.2
  drc_errors: 0
  detail_route.wirelength_um: 988000
run_status:
  outcome: "finished with violations"
  failed_checks: "max-capacitance violations, max-slew violations"
global_route:
  grt_pass1_wl_um: 1360000
  grt_max_degree: 119
  grt_pass1_vias: 171000
  grt_usage: 0.200
  antenna_found_initial: 66
  grt_remaining_overflow: 0
worst_setup_path:
  startpoint_type: "input port"
  end_kind: "flip-flop"
  crit_start: "io_cmdA_payload[0]"
  required_ns: 6.12
  timing.rr.start: "mem[61][17]"
  path_class: "in -> reg"
  crit_path_max_fanout: 33
  arrival_ns: 5.54
power_and_ir_drop:
  power_density_nw_per_um2: 368
  peakVddDrop_v: 0.000288
  leakagePower_nw: 115
  power_mw: 136
logic_synthesis:
  synth.area.top_cells: "edfxtp_1, mux4_2, mux2i_1"
  synth_flops: 8225
  top_cell: "edfxtp_1"
  netlist_area_um2: 316000
  top_area_frac: 0.783
  yosys_area_um2: 316000
  async_reset_ff_frac: 0.000122
  yosys_cells: 14700
  synth_seq_share: 0.783
  yosysTopAreaCell: "edfxtp_1"
  edf_count: 8224
  syn_inst: 14700
  ys_dominant_reg_cell: "edfxtp_1"
  top_cells_by_count: "edfxtp_1, mux4_2, mux2i_1, nor2_1, clkbuf_1"
  ys_warn_count: 1
  synth.distinct_cells: 70
  synth_area_per_cell_um2: 21.4
sta:
  drv_slew: 6
  tightest_slew_ns: 1.62
  period_used_share: 0.887
  skew_ns: 0.134
  rsz0062_at_grt: "false"
  fin_crit_ns: 4.61
  hold_viol_final: 0
  fmax_mhz: 217
  hold-worst-slack_ns: 0.101
  slew_headroom: -0.0819
  finalSetupViolations: 0
floorplan:
  die_h_um: 1030
  core-area_um2: 1050000
  chipArea_um2: 1060000
  die_w_um: 1030
  ioPinCount: 121
  fp_util: 0.301
  placementRows: 376
final_layout:
  layout-drive-gt1-share: 0.256
  area_growth_pct: 16.8
placed_design:
  hpwl_um: 618000
  io_buffer_count: 120
  gp_congestion: 0.992
flow_run:
  drv_cap: 3
  openroad.warnings: 54
worst_hold_path:
  hold_class: "in -> async"
==> final cells by class <==
type	instances	area [um^2]
multi-input combinational	5591	65900
clock buffer	1001	21200
sequential	8225	247000
timing repair buffer	1419	14000
antenna	67	168
inverter	4	30.0
tap	14000	17500
clock inverter	405	2930
fill	95300	679000
==> placed cells by master, fill, tap and decap left out, types with 44 or more instances in the layout <==
master,synthesis,final
o221ai_1,172,172
nor2_1,471,211
clkdlybuf4s50_1,0,80
clkbuf_1,370,183
nand2_1,114,105
o211ai_1,97,97
clkbuf_16,0,818
nor4_1,190,158
a21oi_1,201,197
clkinv_2,0,135
clkinv_1,0,197
buf_12,8,229
buf_4,90,1067
edfxtp_1,8224,8224
mux2i_1,1239,1239
a221oi_1,141,141
a22o_1,50,50
o21ai_0,131,126
o22ai_1,334,334
nand4_1,78,78
mux4_2,1467,1467
a2111oi_0,50,44
nor3_1,231,228
nor2_4,0,259
diode_2,0,67
a22oi_1,250,250
==> critical path, stage by stage <==
cell	delay, ns
buf_16	0.27
buf_12	0.31
buf_12	0.31
buf_4	0.48
mux2i_1	0.18
o22ai_1	0.48
o22ai_1	0.28
nor3_1	0.88
nand4_1	0.75
nor4_2	0.38
==> stage by stage <==
step / instances / setup WS, ns / utilization / setup TNS (ns) / instance area (um^2)
6_report: 30700 / 0.586 / 0.352 / 0 / 369000
5_1_grt: 30700 / 0.731 / 0.352 / 0 / 369000
4_1_cts: 30600 / 0.858 / 0.352 / 0 / 369000
3_5_place_dp: 29200 / -0.291 / 0.329 / -1.43 / 344000
3_3_place_gp: 29200 / -1.16 / 0.329 / -5.47 / 344000
2_1_floorplan: 14700 / 1.30 / - / 0 / 316000
==> cell families (layout without fill, tap and decap cells) <==
logic type | after synthesis | in the layout | synth area share
buffers and inverters | 901 | 2829 | 0.0167
AND-OR/OR-AND | 1547 | 1547 | 0.0348
flip-flops | 8225 | 8225 | 0.783
multiplexers | 2732 | 2732 | 0.145
XOR/XNOR | 32 | 32 | 0.000888
other | 0 | 67 | 0
AND/OR/NAND/NOR | 1280 | 1280 | 0.0200
==> registers in the layout, summed over array words and instances, names as in the netlist <==
name / cells
mem: 8192
_zz_mem_port1: 32
_zz_memReadStream_valid: 1
==> power by group <==
group / total (mW) / switching, mW / internal, mW
Sequential: 73.3 / 0.215 / 73.1
Combinational: 7.52 / 5.04 / 2.48
Clock: 54.9 / 24.4 / 30.6
Total: 136 / 29.7 / 106
==> path summary, 6_finish.rpt <==
path	slack (ns)	depth (start not counted)	to
setup reg to reg	1.66	7	_zz_mem_port1[17]
max in group asynchronous	5.01	2	_zz_memReadStream_valid
min in group clk0	0.33	1	mem[26][2]
hold reg to reg	1.04	6	_zz_mem_port1[9]
hold / removal	0.10	2	_zz_memReadStream_valid
setup / recovery	0.59	10	_zz_mem_port1[4]
==> per-layer routing <==
metal / routed length [um] / share of wire / up-vias / global-route usage
met4: 54900 / 0.056 / 103 / 0.0862
met5: 6090 / 0.0062 / - / 0.0532
met3: 209000 / 0.21 / 1887 / 0.191
met2: 433000 / 0.44 / 11600 / 0.279
met1: 285000 / 0.29 / 80800 / 0.194
li1: - / - / 65300 / -
Power is estimated from default activity; no workload was simulated.
